**config.mk**
```make
export PLATFORM = sky130hd
export DESIGN_NAME = ProcessingElementlast
export DESIGN_NICKNAME = ProcessingElementlast
export VERILOG_FILES = /design/flow/design.v
export SDC_FILE = /design/flow/constraint.sdc
export NUM_CORES = 4
export LEC_CHECK = 1
export CORE_AREA = 10 10 70 70
export DIE_AREA = 0 0 80 80
```
**run.sh**
```bash
#!/bin/bash
# OpenROAD 26Q1-2900-gdf79404cd8, Yosys 0.63+post, stock flow scripts
make -C /OpenROAD-flow-scripts/flow DESIGN_CONFIG=/design/flow/config.mk WORK_HOME=/design/flow/orfs finish
```
**design.v**
```verilog
`timescale 1ns / 1ps
module ProcessingElementlast(
    input clk,reset,
    input a_j,
    input a_j_1,
    input a_m_1,
    input a_i_m_1,
    input f_j,
    input b_in,
    input sel,
    input a_i_j_1, 
    output reg a_i_j, c_j
    );
wire mux1_out, mux2_out, mux3_out;
wire and1,xor1,and2,xor2;
reg latch2;
assign mux1_out = sel ? a_m_1 : a_i_m_1;
assign mux2_out = sel ? a_j_1 : a_i_j_1;
assign mux3_out = sel ? a_j : a_i_m_1 ; 
assign and1 = mux1_out & f_j;
assign xor1 = and1 ^ mux2_out;
assign and2 = b_in & mux3_out;
assign xor2 = and2 ^ latch2;
always @(posedge clk or posedge reset) begin
     if (reset) begin
        a_i_j <= 1'b0;
        c_j <= 1'b0;
    end else begin
        a_i_j<= xor1; 
        latch2 <= xor2;
        c_j <= xor2;
    end
end
endmodule
```
**constraint.sdc**
```tcl
current_design ProcessingElementlast

set clk_period 1.2
set clk_io_pct 0.2

create_clock -name clk0 -period $clk_period [get_ports {clk}]

set non_clock_inputs [all_inputs -no_clocks]
set_input_delay [expr $clk_period * $clk_io_pct] -clock clk0 $non_clock_inputs
set_output_delay [expr $clk_period * $clk_io_pct] -clock clk0 [all_outputs]
```
==> results.yml <==
# yosys + openroad results
outcome:
  outcome: "finished, final reports clean"
clock_tree:
  cts.repair.resized: 4
  cts_max_path_buffers: 2
  h-tree-depth: 1
  numClockSinks: 3
  cts_hold_buf: 0
  cts_made_buffers: 3
  clk-insertion-delay-late_ns: 0.24
  cts_tree: "built"
  cts_setup_buffers: 0
  root_buffer: "clkbuf_4"
  clk_pin_slew_ns: 0.04
sta:
  slew_violations: 0
  max_freq_mhz: 903.5
  worst_pin_slew_ns: 0.1708
  slew_headroom_pct: 88.53
  final.min_clock_period_ns: 1.107
  skew_ns: 0.004780
  fin_setup_tns_ns: 0
  fin_hold_ws_ns: 0.1808
  period_used_pct: 92.24
  hold_viol: 0
  finalSetupViolCount: 0
  rsz0062_at_grt: "false"
critical_path:
  endpoint_kind: "register"
  slowest_delay_ns: 0.42
  crit_fanout: 2
  worstPathArrival_ns: 1.09
  worstPathCellList: "clkdlybuf4s50_1 > mux2_4 > nand2_1 > xnor2_1"
  cp.required_ns: 1.18
  crit_type: "primary input to register"
  cp-start-kind: "primary input"
  crit_path_top_delay_cell: "clkdlybuf4s50_1"
detailed_routing:
  dr_total_vias: 156
  ant_nets: 0
  drc: 0
  firstDrtPassIters: 2
  antenna_cells: 0
  finalWirelength_microns: 516
  drtIter0Drc: 2
  wl_per_cell_microns: 6.880
  viasPerCell: 2.080
cells_and_area:
  syn_to_final_growth_pct: 141.2
  seqCellArea_sq_um: 80.08
  final_util_pct: 10.07
  comb_area_sq_um: 62.56
  fill_cells: 414
  drive_gt1_share_pct: 17.24
logic_synthesis:
  ys_ff: 3
  async_flop_share_pct: 66.67
  yosys.area.top_type_share_pct: 35.09
  ys_types: 10
  netlist_instances: 13
  synth_top_cell_by_area: "dfrtp_1"
  ys_chip_area_sq_um: 142.6
  avgSynthCellArea_sq_um: 10.97
  edf_count: 1
  ys_top_cells_by_count: "dfrtp_1 (2), nand2_1 (2), nand3_1 (2)"
  synth_area_sq_um: 142.6
  yosys_cells: 13
  ys_seq_share_pct: 56.14
  yosys_warnings: 1
  ff_type: "dfrtp_1"
  top_cells_by_area: "dfrtp_1 (35%), edfxtp_1 (21%), mux2_1 (7.9%)"
pwr:
  power_frac_comb_pct: 18.0
  vdd_drop_max_v: 0.0004007
  internal_power_w: 0.0002951
  finalPower_w: 0.0003812
  p_sw_share_pct: 22.57
  power_density_nw_per_um2: 1108
  clkPwrFrac_pct: 49.0
  p_sw_w: 0.00008605
  p_seq_share_pct: 33.0
  leakagePower_nw: 0.1347
placed_design:
  dpl.hpwl_microns: 413.3
  gp_congestion: 0.6207
  port_buffers: 11
grt:
  grt_max_degree: 4
  grt-ovfl-total: 0
  grt_pass1_vias: 201
  grtUsageTotal_pct: 1.877
  antenna_found_initial: 0
  grt_pass1_wl_microns: 862
die:
  die_x_microns: 80
  chipArea_sq_um: 6400
  core_area_sq_um: 3416
  initCoreUtil_pct: 4.176
  io_pins: 12
  num_rows: 21
  die_y_microns: 80
worst_hold_path:
  hold_path_class: "primary input to async pin"
job:
  cap_violations: 0
  log.warning_count: 25
## routing by layer
metal / part of all wire (%) / track usage [%] / vias up / wire length [microns]
met2: 23 / 1.445 / 15 / 118
met5: 0 / 0 / - / 0
li1: - / - / 75 / -
met1: 60 / 2.865 / 64 / 308
met4: 0.39 / 0.3521 / 0 / 2
met3: 17 / 2.045 / 2 / 86
## per-stage QoR
step                worst slack [ns]  area, sq um  std cells
floorplan                     0.2715        142.6         13
global placement             -0.2557        317.8         71
detailed placement           -0.2823        317.8         71
CTS                           0.1020        344.1         75
global route                 0.06989        344.1         75
finish                       0.09318        344.1         75
## flip-flops by register name, summed over array words and instances, names as in the netlist
| name | cells |
|---|---|
| a_i_j | 1 |
| c_j | 1 |
| latch2 | 1 |
## final cells by class
cell class / instances / share of cell area (%)
timing repair buffer: 12 / 33.09
sequential: 3 / 23.27
multi-input combinational: 9 / 18.18
tap: 46 / 16.73
clock buffer: 4 / 7.636
inverter: 1 / 1.091
## path summary, 6_finish.rpt
check                      startpoint     end  slack (ns)  cells after the start
setup / recovery              a_i_m_1  latch2        0.09                      4
setup reg to reg               latch2  latch2        0.41                      1
hold / removal                  reset     c_j        0.18                      2
min in group clk0                 sel   a_i_j        0.47                      3
max in group asynchronous       reset   a_i_j        0.89                      2
hold reg to reg                latch2     c_j        0.48                      1
## cell families (layout without fill, tap and decap cells)
family | Yosys count | in the layout | share of synthesized area [%]
buf+inv | 1 | 17 | 2.629
compound gates | 2 | 2 | 8.771
flops | 3 | 3 | 56.14
mux | 1 | 1 | 7.894
xor+xnor | 2 | 2 | 12.28
simple gates | 4 | 4 | 12.28
## cells in the final DEF, fill, tap and decap left out, types with 2 or more instances in the layout
master	n
clkdlybuf4s50_1	8
clkbuf_4	3
dlygate4sd2_1	3
nand2_1	2
nand3_1	2
dfrtp_1	2
## power groups by stage
stage                 Sequential [W]  Clock [W]  Combinational [W]
after CTS                   0.000126   0.000197          0.0000708
final                       0.000126   0.000187          0.0000688
after global routing        0.000127   0.000213          0.0000781
## critical path, delay by kind of cell
kind,cells,cell delay (ns)
XOR/XNOR,1,0.08
AND/OR/NAND/NOR,1,0.08
buffers and inverters,1,0.42
multiplexers,1,0.27
Power figures rest on the tool's default switching activity, not on a simulated workload.
